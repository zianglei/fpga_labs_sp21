File: flow/design.v
`timescale 1ns/1ns
module button_parser #(
  parameter WIDTH = 1,
  parameter SAMPLE_CNT_MAX = 25000,
  parameter PULSE_CNT_MAX = 150
) (
  input clk,
  input [WIDTH-1:0] in,
  output [WIDTH-1:0] out
);
  wire [WIDTH-1:0] synchronized_signals;
  wire [WIDTH-1:0] debounced_signals;
  synchronizer # (
    .WIDTH(WIDTH)
  ) button_synchronizer (
    .clk(clk),
    .async_signal(in),
    .sync_signal(synchronized_signals)
  );
  debouncer # (
    .WIDTH(WIDTH),
    .SAMPLE_CNT_MAX(SAMPLE_CNT_MAX),
    .PULSE_CNT_MAX(PULSE_CNT_MAX)
  ) button_debouncer (
    .clk(clk),
    .glitchy_signal(synchronized_signals),
    .debounced_signal(debounced_signals)
  );
  edge_detector # (
    .WIDTH(WIDTH)
  ) button_edge_detector (
    .clk(clk),
    .signal_in(debounced_signals),
    .edge_detect_pulse(out)
  );
endmodule
module debouncer #(
  parameter WIDTH              = 1,
  parameter SAMPLE_CNT_MAX     = 25000,
  parameter PULSE_CNT_MAX      = 150,
  parameter WRAPPING_CNT_WIDTH = $clog2(SAMPLE_CNT_MAX) + 1,
  parameter SAT_CNT_WIDTH      = $clog2(PULSE_CNT_MAX) + 1
) (
  input clk,
  input [WIDTH-1:0] glitchy_signal,
  output [WIDTH-1:0] debounced_signal
);
  wire [WRAPPING_CNT_WIDTH-1:0] wrapping_cnt_value;
  wire [WRAPPING_CNT_WIDTH-1:0] wrapping_cnt_next;
  wire wrapping_cnt_rst;
  REGISTER_R #(.N(WRAPPING_CNT_WIDTH), .INIT(0)) wrapping_cnt(
    .q(wrapping_cnt_value),
    .d(wrapping_cnt_next),
    .rst(wrapping_cnt_rst),
    .clk(clk));
  wire [SAT_CNT_WIDTH-1:0] sat_cnt_value[WIDTH-1:0];
  wire [SAT_CNT_WIDTH-1:0] sat_cnt_next[WIDTH-1:0];
  wire sat_cnt_rst[WIDTH-1:0];
  wire sat_cnt_ce[WIDTH-1:0];
  genvar i;
  generate for (i = 0; i < WIDTH; i = i + 1) begin
    REGISTER_R_CE #(.N(SAT_CNT_WIDTH), .INIT(0)) sat_cnt (
      .q(sat_cnt_value[i]),
      .d(sat_cnt_next[i]),
      .rst(sat_cnt_rst[i]),
      .ce(sat_cnt_ce[i]),
      .clk(clk));
  end
  endgenerate
  assign wrapping_cnt_next = wrapping_cnt_value + 1;
  assign wrapping_cnt_rst = (wrapping_cnt_value == SAMPLE_CNT_MAX);
  generate for (i = 0; i < WIDTH; i = i + 1) begin
    assign debounced_signal[i] = (sat_cnt_value[i] == PULSE_CNT_MAX);
    assign sat_cnt_next[i] = (sat_cnt_value[i] == PULSE_CNT_MAX) ? PULSE_CNT_MAX : sat_cnt_value[i] + 1;
    assign sat_cnt_rst[i]  = ~glitchy_signal[i];
    assign sat_cnt_ce[i]   = glitchy_signal[i] & wrapping_cnt_rst;
  end
  endgenerate
endmodule
`timescale 1ns/1ns
module edge_detector #(
  parameter WIDTH = 1
)(
  input clk,
  input [WIDTH-1:0] signal_in,
  output [WIDTH-1:0] edge_detect_pulse
);
  wire [WIDTH - 1: 0] oldval;
  wire [WIDTH - 1: 0] old_oldval;
  genvar i;
  generate for(i = 0; i < WIDTH; i = i + 1) begin
    REGISTER r1(
      .clk(clk),
      .d(signal_in[i]),
      .q(oldval[i])
    );
    REGISTER r2(
      .clk(clk),
      .d(oldval[i]),
      .q(old_oldval[i])
    );
    assign edge_detect_pulse[i] = oldval[i] & (~old_oldval[i]);
  end
  endgenerate
endmodule
`timescale 1ns/1ns
module synchronizer #(parameter WIDTH = 1) (
  input [WIDTH-1:0] async_signal,
  input clk,
  output [WIDTH-1:0] sync_signal
);
  wire [WIDTH-1: 0] inter_signal;
  REGISTER #(.N(WIDTH)) r1 (
    .clk(clk),
    .d(async_signal),
    .q(inter_signal)
  );
  REGISTER #(.N(WIDTH)) r2 (
    .clk(clk),
    .d(inter_signal),
    .q(sync_signal)
  );
endmodule
`timescale 1ns/1ns
module register_file # (
  parameter AWIDTH = 5,
  parameter DWIDTH = 32
) (
  input clk,
  input               we,
  input  [AWIDTH-1:0] addr,
  input  [DWIDTH-1:0] din,
  output [DWIDTH-1:0] dout
);
  localparam NUM_REGS = (1 << AWIDTH);
  wire [DWIDTH-1:0] rf_entry_next  [NUM_REGS-1:0];
  wire [DWIDTH-1:0] rf_entry_value [NUM_REGS-1:0];
  wire              rf_entry_ce    [NUM_REGS-1:0];
  SYNC_RAM #(.DWIDTH(DWIDTH), 
              .AWIDTH(AWIDTH)
              ) ram
  (
    .clk(clk),
    .addr(addr),
    .we(we),
    .d(din),
    .q(dout)
  );
endmodule
`timescale 1ns/1ns
module z1top_register_file (
  input CLK_125MHZ_FPGA,
  input [3:0] BUTTONS,
  input [1:0] SWITCHES,
  output [5:0] LEDS
);
  localparam integer B_SAMPLE_CNT_MAX = 0.0005 * 125_000_000;
  localparam integer B_PULSE_CNT_MAX = 0.100 / 0.0005;
  wire [3:0] buttons_pressed;
  button_parser #(
    .WIDTH(4),
    .SAMPLE_CNT_MAX(B_SAMPLE_CNT_MAX),
    .PULSE_CNT_MAX(B_PULSE_CNT_MAX)
  ) bp (
    .clk(CLK_125MHZ_FPGA),
    .in(BUTTONS),
    .out(buttons_pressed));
  localparam AWIDTH = 5;
  localparam DWIDTH = 6;
  wire [AWIDTH-1:0] addr;
  wire [DWIDTH-1:0] din, dout;
  wire we;
  register_file #(
    .AWIDTH(AWIDTH),
    .DWIDTH(DWIDTH)
  ) RF (
    .clk(CLK_125MHZ_FPGA),
    .addr(addr),
    .din(din),
    .dout(dout),
    .we(we)
  );
  wire [DWIDTH-1:0] data_next, data_value;
  wire data_ce, data_rst;
  REGISTER_R_CE #(.N(DWIDTH), .INIT(0)) data_reg (
    .clk(CLK_125MHZ_FPGA),
    .rst(data_rst),
    .ce(data_ce),
    .d(data_next),
    .q(data_value)
  );
  wire [AWIDTH-1:0] addr_next, addr_value;
  wire addr_ce, addr_rst;
  REGISTER_R_CE #(.N(AWIDTH), .INIT(0)) addr_reg (
    .clk(CLK_125MHZ_FPGA),
    .rst(addr_rst),
    .ce(addr_ce),
    .d(addr_next),
    .q(addr_value)
  );
  assign addr_next = (buttons_pressed[0] == 1'b1) ? addr_value + 1 :
                     (buttons_pressed[1] == 1'b1) ? addr_value - 1 : addr_value;
  assign addr_ce   = (SWITCHES == 2'b00);
  assign addr_rst  = (SWITCHES == 2'b00 && buttons_pressed[3]);
  assign data_next = (buttons_pressed[0] == 1'b1) ? data_value + 1 :
                     (buttons_pressed[1] == 1'b1) ? data_value - 1 : data_value;
  assign data_ce   = (SWITCHES == 2'b01);
  assign data_rst  = (SWITCHES == 2'b01 && buttons_pressed[3]);
  assign addr = addr_value;
  assign din  = data_value;
  assign we   = (SWITCHES == 2'b11 && buttons_pressed[2]);
  assign LEDS = (SWITCHES == 2'b00) ? addr_value :
                (SWITCHES == 2'b01) ? data_value :
                                      dout[5:0];
endmodule
`timescale 1ns/1ns
module REGISTER(q, d, clk);
  parameter N = 1;
  output reg [N-1:0] q;
  input [N-1:0]      d;
  input 	     clk;
  initial q = {N{1'b0}};
  always @(posedge clk)
    q <= d;
endmodule  
module REGISTER_CE(q, d, ce, clk);
  parameter N = 1;
  output reg [N-1:0] q;
  input [N-1:0]      d;
  input 	      ce, clk;
  initial q = {N{1'b0}};
  always @(posedge clk)
    if (ce) q <= d;
endmodule  
module REGISTER_R(q, d, rst, clk);
  parameter N = 1;
  parameter INIT = {N{1'b0}};
  output reg [N-1:0] q;
  input [N-1:0]      d;
  input 	      rst, clk;
  initial q = INIT;
  always @(posedge clk)
    if (rst) q <= INIT;
    else q <= d;
endmodule  
module REGISTER_R_CE(q, d, rst, ce, clk);
  parameter N = 1;
  parameter INIT = {N{1'b0}};
  output reg [N-1:0] q;
  input [N-1:0]      d;
  input 	      rst, ce, clk;
  initial q = INIT;
  always @(posedge clk)
    if (rst) q <= INIT;
    else if (ce) q <= d;
endmodule  
module ASYNC_ROM(q, addr);
  parameter DWIDTH = 8;              
  parameter AWIDTH = 8;              
  parameter DEPTH  = (1 << AWIDTH);  
  parameter MIF_HEX = "";
  parameter MIF_BIN = "";
  input  [AWIDTH-1:0] addr;  
  output [DWIDTH-1:0] q;     
  (* rom_style = "distributed" *) reg [DWIDTH-1:0] mem [DEPTH-1:0];
  integer i;
  initial begin
    if (MIF_HEX != "") begin
      $readmemh(MIF_HEX, mem);
    end
    else if (MIF_BIN != "") begin
      $readmemb(MIF_BIN, mem);
    end
    else begin
      for (i = 0; i < DEPTH; i = i + 1) begin
        mem[i] = 0;
      end
    end
  end
  assign q = mem[addr];
endmodule  
module ASYNC_RAM(q, d, addr, we, clk);
  parameter DWIDTH = 8;              
  parameter AWIDTH = 8;              
  parameter DEPTH  = (1 << AWIDTH);  
  parameter MIF_HEX = "";
  parameter MIF_BIN = "";
  input               clk;
  input  [AWIDTH-1:0] addr;  
  input 	            we;    
  input  [DWIDTH-1:0] d;     
  output [DWIDTH-1:0] q;     
  (* ram_style = "distributed" *) reg [DWIDTH-1:0] mem [DEPTH-1:0];
  integer i;
  initial begin
    if (MIF_HEX != "") begin
      $readmemh(MIF_HEX, mem);
    end
    else if (MIF_BIN != "") begin
      $readmemb(MIF_BIN, mem);
    end
    else begin
      for (i = 0; i < DEPTH; i = i + 1) begin
        mem[i] = 0;
      end
    end
  end
  always @(posedge clk) begin
    if (we)
      mem[addr] <= d;
  end
  assign q = mem[addr];
endmodule  
module SYNC_ROM(q, addr, en, clk);
  parameter DWIDTH = 8;              
  parameter AWIDTH = 8;              
  parameter DEPTH  = (1 << AWIDTH);  
  parameter MIF_HEX = "";
  parameter MIF_BIN = "";
  input 	            clk;
  input               en;    
  input  [AWIDTH-1:0] addr;  
  output [DWIDTH-1:0] q;     
  (* rom_style = "block" *) reg [DWIDTH-1:0] mem [DEPTH-1:0];
  integer i;
  initial begin
    if (MIF_HEX != "") begin
      $readmemh(MIF_HEX, mem);
    end
    else if (MIF_BIN != "") begin
      $readmemb(MIF_BIN, mem);
    end
    else begin
      for (i = 0; i < DEPTH; i = i + 1) begin
        mem[i] = 0;
      end
    end
  end
  reg [DWIDTH-1:0] read_data_reg;
  always @(posedge clk) begin
    if (en) begin
      read_data_reg <= mem[addr];
    end
  end
  assign q = read_data_reg;
endmodule  
module SYNC_RAM(q, d, addr, we, en, clk);
  parameter DWIDTH = 8;            
  parameter AWIDTH = 8;            
  parameter DEPTH  = 1 << AWIDTH;  
  parameter MIF_HEX = "";
  parameter MIF_BIN = "";
  input               clk;
  input  [AWIDTH-1:0] addr;  
  input 	            we;    
  input               en;    
  input  [DWIDTH-1:0] d;     
  output [DWIDTH-1:0] q;     
  (* ram_style = "block" *) reg [DWIDTH-1:0] mem [DEPTH-1:0];
  integer i;
  initial begin
    if (MIF_HEX != "") begin
      $readmemh(MIF_HEX, mem);
    end
    else if (MIF_BIN != "") begin
      $readmemb(MIF_BIN, mem);
    end
    else begin
      for (i = 0; i < DEPTH; i = i + 1) begin
        mem[i] = 0;
      end
    end
  end
  reg [DWIDTH-1:0] read_data_reg;
  always @(posedge clk) begin
    if (en) begin
      if (we)
        mem[addr] <= d;
      read_data_reg <= mem[addr];
    end
  end
  assign q = read_data_reg;
endmodule  
module ASYNC_RAM_DP(q0, d0, addr0, we0, q1, d1, addr1, we1, clk);
  parameter DWIDTH = 8;              
  parameter AWIDTH = 8;              
  parameter DEPTH  = (1 << AWIDTH);  
  parameter MIF_HEX = "";
  parameter MIF_BIN = "";
  input               clk;
  input  [AWIDTH-1:0] addr0, addr1;  
  input 	            we0, we1;      
  input  [DWIDTH-1:0] d0, d1;        
  output [DWIDTH-1:0] q0, q1;        
  (* ram_style = "distributed" *) reg [DWIDTH-1:0] mem [DEPTH-1:0];
  integer i;
  initial begin
    if (MIF_HEX != "") begin
      $readmemh(MIF_HEX, mem);
    end
    else if (MIF_BIN != "") begin
      $readmemb(MIF_BIN, mem);
    end
    else begin
      for (i = 0; i < DEPTH; i = i + 1) begin
        mem[i] = 0;
      end
    end
  end
  always @(posedge clk) begin
    if (we0)
      mem[addr0] <= d0;
  end
  always @(posedge clk) begin
    if (we1)
      mem[addr1] <= d1;
  end
  assign q0 = mem[addr0];
  assign q1 = mem[addr1];
endmodule  
module SYNC_RAM_DP(q0, d0, addr0, we0, en0, q1, d1, addr1, we1, en1, clk);
  parameter DWIDTH = 8;              
  parameter AWIDTH = 8;              
  parameter DEPTH  = (1 << AWIDTH);  
  parameter MIF_HEX = "";
  parameter MIF_BIN = "";
  input               clk;
  input  [AWIDTH-1:0] addr0, addr1;  
  input 	            we0, we1;      
  input               en0, en1;      
  input  [DWIDTH-1:0] d0, d1;        
  output [DWIDTH-1:0] q0, q1;        
  (* ram_style = "block" *) reg [DWIDTH-1:0] mem [DEPTH-1:0];
  integer i;
  initial begin
    if (MIF_HEX != "") begin
      $readmemh(MIF_HEX, mem);
    end
    else if (MIF_BIN != "") begin
      $readmemb(MIF_BIN, mem);
    end
    else begin
      for (i = 0; i < DEPTH; i = i + 1) begin
        mem[i] = 0;
      end
    end
  end
  reg [DWIDTH-1:0] read_data0_reg, read_data1_reg;
  always @(posedge clk) begin
    if (en0) begin
      if (we0)
        mem[addr0] <= d0;
      read_data0_reg <= mem[addr0];
    end
  end
  always @(posedge clk) begin
    if (en1) begin
      if (we1)
        mem[addr1] <= d1;
      read_data1_reg <= mem[addr1];
    end
  end
  assign q0 = read_data0_reg;
  assign q1 = read_data1_reg;
endmodule  
File: flow/constraint.sdc
current_design z1top_register_file

set clk_period 4.6
set clk_io_pct 0.2

create_clock -name clk0 -period $clk_period [get_ports {CLK_125MHZ_FPGA}]

set non_clock_inputs [all_inputs -no_clocks]
set_input_delay [expr $clk_period * $clk_io_pct] -clock clk0 $non_clock_inputs
set_output_delay [expr $clk_period * $clk_io_pct] -clock clk0 [all_outputs]
File: flow/config.mk
export PLATFORM = sky130hd
export DESIGN_NAME = z1top_register_file
export DESIGN_NICKNAME = z1top_register_file
export VERILOG_FILES = /design/flow/design.v
export SDC_FILE = /design/flow/constraint.sdc
export NUM_CORES = 4
export LEC_CHECK = 1
export CORE_UTILIZATION = 30
File: flow/run.sh
#!/bin/bash
# OpenROAD 26Q1-2900-gdf79404cd8, Yosys 0.63+post, stock flow scripts
make -C /OpenROAD-flow-scripts/flow DESIGN_CONFIG=/design/flow/config.mk WORK_HOME=/design/flow/orfs finish
==> impl_metrics.env <==
# source this file to load flow results
export IMPL_instances_no_fill=478
export IMPL_initCoreUtil_pct=31.28
export IMPL_path_max_fanout=8
export IMPL_peakVddDrop_mv=0.1848
export IMPL_cp_slowest_cell="clkdlybuf4s50_1"
export IMPL_slew_headroom_pct=55.24
export IMPL_vias=2176
export IMPL_ys_sh_mux_pct=3.432
export IMPL_yosys_stat_cells=323
export IMPL_grt_max_degree=20
export IMPL_hold_viol=0
export IMPL_core_um2=9910
export IMPL_ys_area_um2=3099
export IMPL_warnings=30
export IMPL_endpoint_kind="primary output"
export IMPL_finalCritPeriodShare_pct=76.57
export IMPL_combGateArea_um2=1658
export IMPL_topCellsByArea="dfxtp_1 (43%), xnor2_1 (8.5%), ha_1 (6.1%)"
export IMPL_die_w_um=103.6
export IMPL_portBuffers=11
export IMPL_finalSetupViolations=0
export IMPL_synth_top_flop_cell="dfxtp_1"
export IMPL_tightest_slew_ns=0.6664
export IMPL_top_area_cell="dfxtp_1"
export IMPL_synth_flop_count=67
export IMPL_cts_num_sinks=67
export IMPL_dr_first_iter_drc_count=53
export IMPL_routed_via_density=4.552
export IMPL_cts_resized=0
export IMPL_grt_pass1_vias=2007
export IMPL_antennaDiodeCount=0
export IMPL_syn_to_final_growth_pct=14.45
export IMPL_grt_pass1_wl_um=8887
export IMPL_slew_violations=0
export IMPL_aoi_share_pct=6.258
export IMPL_yosys_warnings=11
export IMPL_dr_pass1_iters=4
export IMPL_hp_class="reg2reg"
export IMPL_setup_worst_path_start_class="input port"
export IMPL_grt_setup_unrepaired="false"
export IMPL_ctsHoldBuffers=0
export IMPL_clock_path_buffers=2
export IMPL_maxCapViolCount=0
export IMPL_wirelength_um=4963
export IMPL_grt_usage_pct=9.907
export IMPL_clock_fmax_ghz=0.2839
export IMPL_max_stage_delay_ns=0.44
export IMPL_num_rows=36
export IMPL_top_cell_area_share_pct=43.28
export IMPL_globalplace_congestion=0.8077
export IMPL_chipArea_um2=10740
export IMPL_skew_ns=0.007038
export IMPL_synth_cells=323
export IMPL_drc_errors=0
export IMPL_cts_made_buffers=9
export IMPL_adder_share_pct=7.348
export IMPL_status="completed"
export IMPL_wl_per_cell_um=10.38
export IMPL_worstSkewPairLatency_ns=0.34
export IMPL_drive_gt1_share_pct=7.246
export IMPL_cts_tree="yes"
export IMPL_fill_cells=1002
export IMPL_ys_sh_simple_pct=25.43
export IMPL_dp_hpwl_um=3368
export IMPL_grt_ovfl_total=0
export IMPL_synth_cell_types=44
export IMPL_cp_cell_sequence="clkdlybuf4s50_1 > nor2_1 > mux2_2 > clkdlybuf4s50_1"
export IMPL_edf_count=0
export IMPL_syn_area_per_cell_um2=9.595
export IMPL_fin_setup_tns_ns=0
export IMPL_post_cts_buffers=0
export IMPL_flop_area_um2=1341
export IMPL_cp_common_cell="clkdlybuf4s50_1"
export IMPL_p_leak_nw=1.343
export IMPL_critical_path_class="in2out"
export IMPL_fin_crit_ns=3.522
export IMPL_htreeDepth=3
export IMPL_worst_ep_required_time_ns=3.68
export IMPL_ys_sh_xor_pct=11.02
export IMPL_cts_root_buffer="clkbuf_8"
export IMPL_synthesis_area_um2=3099
export IMPL_clkTransAtPathRegs_ns=0.07
export IMPL_route_antenna_remaining_nets=0
export IMPL_r2r_slack_ns=1.99
export IMPL_die_h_um=103.6
export IMPL_antenna_found_initial=0
export IMPL_ios=13
export IMPL_dp_cells=462
export IMPL_top_logic_kind="simple AND/OR/NAND/NOR gates"
export IMPL_ys_seq_share_pct=43.28
export IMPL_cp_arrival_ns=2.60
export IMPL_power_density_nw_per_um2=309.8
export IMPL_postSynth_asyncResetShare_pct=0
==> per-layer routing <==
layer | track usage [%] | vias to the layer above | part of all wire, %
li1 | - | 1150 | -
met2 | 15.20 | 25 | 43
met5 | 0 | - | 0
met1 | 14.58 | 994 | 52
met4 | 1.449 | 0 | 1.5
met3 | 2.564 | 7 | 3.5
==> final timing paths <==
check,end,startpoint,depth (start not counted)
worst max register to register,bp.button_debouncer.genblk1[0].sat_cnt.q[2]$_SDFFE_PN0P_,bp.button_debouncer.wrapping_cnt.q[0]$_SDFF_PN0_,8
worst min-delay path,bp.button_synchronizer.r2.q[1]$_DFF_P_,bp.button_synchronizer.r1.q[1]$_DFF_P_,0
worst min register to register,bp.button_synchronizer.r2.q[1]$_DFF_P_,bp.button_synchronizer.r1.q[1]$_DFF_P_,0
worst max-delay path,LEDS[2],SWITCHES[0],4
==> where the power goes <==
| part | switching, mW | internal (mW) | total [mW] |
|---|---|---|---|
| clock network | 0.216 | 0.279 | 0.496 |
| registers | 0.00528 | 0.584 | 0.590 |
| logic | 0.00493 | 0.00855 | 0.0135 |
==> logic make-up after synthesis <==
family,Yosys count
compound gates,29
fa+ha+maj,17
xor+xnor,39
flops,67
mux,10
buf+inv,22
simple gates,139
==> Yosys cell counts, types with 6 or more instances <==
library cell,count
nand4_1,13
or3_1,6
a21oi_1,10
and2_1,21
ha_1,15
nor2_1,26
inv_1,16
nand3_1,19
xnor2_1,30
dfxtp_1,67
nand2_1,19
xor2_1,9
==> cells in the final DEF, fill, tap and decap left out, types with 4 or more instances in the layout <==
| cell | instances |
|---|---|
| xor2_1 | 9 |
| or3_1 | 6 |
| xnor2_1 | 30 |
| nand3_1 | 19 |
| and2_1 | 21 |
| nand2_1 | 19 |
| mux2_2 | 5 |
| a21oi_1 | 10 |
| mux2i_1 | 5 |
| clkbuf_8 | 11 |
| clkdlybuf4s50_1 | 11 |
| dfxtp_1 | 67 |
| nor2b_1 | 5 |
| ha_1 | 15 |
| inv_1 | 16 |
| nor2_1 | 26 |
| nor3_1 | 4 |
| nand4_1 | 13 |
| nand2b_1 | 4 |
==> critical path: cells and delay by family <==
| family | cells | cell delay, ns |
|---|---|---|
| buf+inv | 2 | 0.83 |
| simple gates | 1 | 0.44 |
| mux | 1 | 0.40 |
==> final cells by class <==
| class | count | area share, % |
|---|---|---|
| Sequential cell | 67 | 37.81 |
| Tap cell | 133 | 4.691 |
| Timing Repair Buffer | 12 | 3.316 |
| Clock buffer | 12 | 4.374 |
| Clock inverter | 4 | 1.376 |
| Inverter | 16 | 1.693 |
| Multi-Input combinational cell | 234 | 46.74 |
==> per-stage QoR <==
stage                     hold slack, ns  instance area [µm²]  power [mW]  setup slack, ns  utilization [%]
after floorplan                   0.3096                 3099      0.6090            2.054                -
after global placement            0.3122                 3343      0.6162            1.114            33.74
after detailed placement          0.3121                 3343      0.6167            1.058            33.74
after CTS                         0.3300                 3547       1.118            1.071            35.80
after global routing              0.3351                 3547       1.143           0.9755            35.80
final                             0.3275                 3547       1.099            1.078            35.80
==> flip-flops by register name, summed over array words and instances, names as in the netlist <==
register	count
addr_reg.q	5
bp.button_edge_detector.genblk1.r2.q	3
bp.button_debouncer.wrapping_cnt.q	17
bp.button_synchronizer.r2.q	3
bp.button_edge_detector.genblk1.r1.q	3
data_reg.q	6
bp.button_synchronizer.r1.q	3
bp.button_debouncer.genblk1.sat_cnt.q	27
No activity file was given, so power comes from the tool's default toggle rates.
